File: flow/run.sh
#!/bin/bash
# OpenROAD 26Q1-2900-gdf79404cd8, Yosys 0.63+post, stock flow scripts
make -C /OpenROAD-flow-scripts/flow DESIGN_CONFIG=/design/flow/config.mk WORK_HOME=/design/flow/orfs finish
File: flow/constraint.sdc
current_design multiplier

set clk_period 4.0
set clk_io_pct 0.2

create_clock -name clk0 -period $clk_period [get_ports {clk}]

set non_clock_inputs [all_inputs -no_clocks]
set_input_delay [expr $clk_period * $clk_io_pct] -clock clk0 $non_clock_inputs
set_output_delay [expr $clk_period * $clk_io_pct] -clock clk0 [all_outputs]
File: flow/design.v
module addern #(parameter N = 4)(input [N-1:0] op1, op2, output [N:0] sum);
    assign sum = {1'b0, op1} + {1'b0, op2};
endmodule
module multiplier(clk, rst, multiplier, multiplicand, product, ready, start);
    input clk, rst, start;
    input [3:0] multiplicand, multiplier;
    output [7:0] product;
    output ready;
    enum {ready_s = 0, check_s, add_s, shift_s} state;  
    logic [3:0] m_out, q_out;
    logic init, shift, add, ser_in;  
    logic [4:0] sum, a_out;
    logic unsigned [1:0] cnt;  
    assign init = (state == ready_s)? start: 0;
    assign ready = (state == ready_s)? 1: 0;
    assign ser_in = (add & sum[0]) | (~add & a_out[0]);
    assign product = {a_out[3:0], q_out};
    addern ADDER(.op1(a_out[3:0]), .op2(m_out), .sum(sum));  
    regn #(.N(4)) M(.d_in(multiplicand), .d_out(m_out), .clk(clk), .load(init), .shift(1'b0), .clear(1'b0), .ser_in(1'b0));
    regn #(.N(4)) Q(.d_in(multiplier), .d_out(q_out), .clk(clk), .load(init), .shift(shift), .clear(1'b0), .ser_in(ser_in));
    regn #(.N(5)) A(.d_in(sum), .d_out(a_out), .clk(clk), .load(add), .shift(shift), .clear(init), .ser_in(1'b0));
    always @(posedge clk)
    begin
        if (rst) begin
            state <= add_s;
            shift <= 1'b0;
            add <= 1'b0;
        end
        else begin
           case (state)
                ready_s: begin
                    if (start) begin  
                        state <=check_s;  
                        cnt <= 0;  
                    end
                end
                check_s: begin
                    if(q_out[0]) begin  
                        state <= add_s;  
                        add <= 1'b1;
                    end
                    else begin
                        state <= shift_s;  
                        shift <= 1'b1;
                    end
                end
                add_s: begin
                    state <= shift_s;  
                    shift <= 1'b1;
                    add <= 1'b0;
                end
                shift_s: begin
                    if (cnt == 2) begin
                        state <= ready_s;  
                    end
                    else begin
                        state <= check_s;  
                    end
		    shift <= 1'b0;
		    cnt <= cnt + 1; 
                end           
            endcase
        end
    end
endmodule
module regn #(parameter N = 4) (d_in, d_out, clk, load, shift, clear, ser_in);
input clk, load, shift, clear, ser_in;
input [N-1:0] d_in;
output [N-1:0] d_out;
reg [N-1:0] t_reg;
always @(posedge clk)
begin
    if(clear) begin
        t_reg <= 0;
    end
    else if (load & shift) begin
        t_reg <= {ser_in, d_in[N-1:1]};
    end
    else if (load) begin
        t_reg <= d_in;
    end
    else if (shift) begin
        t_reg <= {ser_in, t_reg[N-1:1]};
    end
end
assign d_out = t_reg;
endmodule
File: flow/config.mk
export PLATFORM = sky130hd
export DESIGN_NAME = multiplier
export DESIGN_NICKNAME = multiplier
export VERILOG_FILES = /design/flow/design.v
export SDC_FILE = /design/flow/constraint.sdc
export NUM_CORES = 4
export LEC_CHECK = 1
export CORE_AREA = 10 10 95 95
export DIE_AREA = 0 0 105 105
==> impl_metrics.yaml <==
# flow metrics
clock_tree:
  clock_tree.buffer_depth: 2
  cts.sink_count: 21
  cts_tree: "done"
  postCtsSetupRepairBufs: 0
  cts-buffers-inserted: 3
  worst_setup_hold_path_clk_slew_ns: 0.08
  postCtsHoldBufs: 0
  clk_latency_ns: 0.26
  cts_htree_levels: 1
  post_cts_resized: 0
  clock-root-buffer: "sky130_fd_sc_hd__clkbuf_8"
sta:
  fmaxAchievable_mhz: 508
  setup-tns-final_ns: 0
  finalCriticalPeriod_ns: 1.97
  finalMaxSlewViolations: 0
  timing.clock.skew_ns: 0.000855
  max_slew_margin: 0.675
  fin_crit_sh: 0.492
  hold_viol: 0
  tightestPinTransition_ns: 0.487
  setup_viol: 0
  grt_setup_unrepaired: "no"
yosys:
  netlist-cell-type-count: 28
  synthesis.area_mm2: 0.00105
  common_cells: "sky130_fd_sc_hd__dfxtp_1 (11), sky130_fd_sc_hd__edfxtp_1 (10), sky130_fd_sc_hd__nand2_1 (9), sky130_fd_sc_hd__a21oi_1 (8), sky130_fd_sc_hd__o21ai_0 (8)"
  largest_area_cell: "sky130_fd_sc_hd__edfxtp_1"
  yosysChipArea_mm2: 0.00105
  synth.avg_cell_area_um2: 10.2
  flop_cell: "sky130_fd_sc_hd__dfxtp_1"
  ys_async_sr_fraction: 0
  enable_flop_cells: 10
  synth_warnings: 3
  yosys.cell_count.top_type: "sky130_fd_sc_hd__dfxtp_1"
  netlist.area_leader.share: 0.285
  count_of_mapped_cells_out_of_synthesis: 103
  ys_cells: 103
  synth.area.top_cells: "sky130_fd_sc_hd__edfxtp_1 (28%), sky130_fd_sc_hd__dfxtp_1 (21%), sky130_fd_sc_hd__ha_1 (5.9%)"
  synth_seq_share: 0.493
  synth-seq-cells: 21
layout:
  proportion_of_layout_cells_with_a_drive_suffix_above_1: 0.0588
  area_growth_pct: 29.5
  final_layout_fill_cell_count: 760
  post-route-util: 0.198
  flop_area_um2: 520
  largest_register_ffs: 5
  layout.area.comb_um2: 467
  layout.cell_area.non_filler_mm2: 0.00137
floorplan:
  die.size.x_um: 105
  ioPinCount: 20
  dieArea_mm2: 0.0110
  floorplanUtilization: 0.153
  placementRows: 30
  fp.coreArea_mm2: 0.00691
  dieHeight_um: 105
power:
  fin_total_pwr_mw: 0.560
  ir_drop_uv: 109
  p_leak_nw: 0.507
  powerDensity_mw_per_mm2: 410
route:
  drt_iter0_markers: 105
  ant_nets: 0
  routedWlPerCell_um: 10.3
  firstDrtPassIters: 4
  detailed_route_drc_error_count: 0
  route.vias.total: 771
  vias_per_cell: 3.59
  wire_length_after_detailed_routing_mm: 2.21
  antennaDiodeCount: 0
placement:
  detailed_place.area_mm2: 0.00132
  finalWeightedCongestion: 0.790
  detailed_place_hpwl_mm: 1.69
  numPortBuffers: 19
critical_path:
  crit_path_max_fanout: 4
  worst_path_dominant_cell_family: "buffers and inverters"
  critPathSlowestCell: "sky130_fd_sc_hd__clkdlybuf4s50_1"
  critical_path_arrival_ns: 1.17
  worst_setup_start_kind: "flip-flop"
  worstPathBufferInverterCount: 1
  timing_worst_setup_path_type: "reg -> out"
  worst_ep_required_time_ns: 3.20
  setup.worst_path.end_class: "output port"
  max_stage_delay_ns: 0.51
  cp_cell_sequence: "clkdlybuf4s50_1"
global_route:
  largest_net_degree_at_the_start_of_global_routing: 16
  vias_in_the_first_global_route: 778
  grt_pass1_wl_mm: 3.86
  grt_antenna_before_repair: 0
  grt_use_total: 0.0415
  overflow: 0
run:
  openroad.warnings: 25
  max-cap-violations: 0
status:
  status: "finished clean"
hold_path:
  hold_path.class: "reg -> reg"
[routing by layer]
layer,track usage,vias up,share of wire
met1,0.0571,361,0.47
met2,0.0649,13,0.49
li1,-,397,-
met4,0.00392,0,0
met3,0.0130,0,0.049
met5,0,-,0
[metrics by stage]
step / std cells / setup WS (ns) / hold slack (ns)
after floorplan: 103 / 2.41 / 0.452
after global placement: 211 / 1.84 / 0.489
after detailed placement: 211 / 1.83 / 0.494
after CTS: 215 / 2.01 / 0.503
after global routing: 215 / 1.96 / 0.552
final: 215 / 2.03 / 0.498
[report_power, final]
| part | total, mW | internal (mW) | leakage (nW) | switching [mW] |
|---|---|---|---|---|
| clock | 0.139 | 0.0693 | 0.0255 | 0.0696 |
| combinational | 0.148 | 0.0869 | 0.298 | 0.0615 |
| sequential | 0.273 | 0.250 | 0.183 | 0.0231 |
| total | 0.560 | 0.406 | 0.507 | 0.154 |
[logic make-up (layout without fill, tap and decap cells)]
logic type	Yosys count	count (layout)	synth area share
buffers and inverters	13	29	0.0641
adders and majority gates	6	6	0.0783
xor gates and xnor gates	1	1	0.00831
and+or+nand+nor	28	28	0.126
DFF	21	21	0.493
muxes	7	7	0.0688
AOI/OAI and AO/OA	27	27	0.161
[area by class of cell]
| class | instances | area share |
|---|---|---|
| tap | 96 | 0.0879 |
| clock inverter | 1 | 0.00366 |
| timing repair buffer | 19 | 0.139 |
| sequential | 21 | 0.381 |
| clock buffer | 3 | 0.0302 |
| inverter | 6 | 0.0165 |
| multi-input combinational | 69 | 0.342 |
[placed cells by master (no fill, tap or decap)]
master                            Yosys  layout
sky130_fd_sc_hd__o21ai_1              1       1
sky130_fd_sc_hd__dfxtp_1             11      11
sky130_fd_sc_hd__ha_1                 5       5
sky130_fd_sc_hd__o21ai_0              8       8
sky130_fd_sc_hd__and2_1               1       1
sky130_fd_sc_hd__nor2b_1              3       3
sky130_fd_sc_hd__a21o_1               2       2
sky130_fd_sc_hd__nand2b_1             4       4
sky130_fd_sc_hd__a211oi_1             2       2
sky130_fd_sc_hd__nor2_1               6       6
sky130_fd_sc_hd__clkbuf_8             0       3
sky130_fd_sc_hd__a31oi_1              2       2
sky130_fd_sc_hd__clkdlybuf4s50_1      0      19
sky130_fd_sc_hd__nor3_1               2       2
sky130_fd_sc_hd__a221oi_1             1       1
sky130_fd_sc_hd__and3_1               1       1
sky130_fd_sc_hd__xnor2_1              1       1
sky130_fd_sc_hd__inv_1                6       6
sky130_fd_sc_hd__edfxtp_1            10      10
sky130_fd_sc_hd__mux2_2               2       2
sky130_fd_sc_hd__nand3_1              2       2
sky130_fd_sc_hd__nand2_1              9       9
sky130_fd_sc_hd__fa_1                 1       1
sky130_fd_sc_hd__clkinv_2             0       1
sky130_fd_sc_hd__mux2i_1              5       5
sky130_fd_sc_hd__a21oi_1              8       8
sky130_fd_sc_hd__o31a_1               1       1
sky130_fd_sc_hd__o311a_1              1       1
sky130_fd_sc_hd__a2111oi_2            1       1
[final timing paths]
| kind | endpoint | slack [ns] | startpoint | depth (start not counted) |
|---|---|---|---|---|
| max | product[0] | 2.03 | Q.t_reg[0]$_DFFE_PP_ | 1 |
| min | A.t_reg[4]$_SDFFE_PP0P_ | 0.50 | A.t_reg[4]$_SDFFE_PP0P_ | 2 |
| max reg2reg | A.t_reg[3]$_SDFFE_PP0P_ | 2.27 | M.t_reg[0]$_DFFE_PP_ | 6 |
| min reg2reg | A.t_reg[4]$_SDFFE_PP0P_ | 0.50 | A.t_reg[4]$_SDFFE_PP0P_ | 2 |
Power is estimated from default activity; no workload was simulated.
