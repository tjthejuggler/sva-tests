File: flow/design.v
module hello(input clk, input rst, output [10:0] cnt); 
reg [10:0] cnt = 0;
always @(posedge clk) begin 
    if (rst) 
        cnt <= 0; 
    else 
        cnt <= cnt + 1; 
end 
endmodule
File: flow/run.sh
#!/bin/bash
# OpenROAD 26Q1-2900-gdf79404cd8, Yosys 0.63+post, stock flow scripts
make -C /OpenROAD-flow-scripts/flow DESIGN_CONFIG=/design/flow/config.mk WORK_HOME=/design/flow/orfs finish
File: flow/config.mk
export PLATFORM = sky130hd
export DESIGN_NAME = hello
export DESIGN_NICKNAME = hello
export VERILOG_FILES = /design/flow/design.v
export SDC_FILE = /design/flow/constraint.sdc
export NUM_CORES = 4
export LEC_CHECK = 1
export CORE_AREA = 10 10 70 70
export DIE_AREA = 0 0 80 80
File: flow/constraint.sdc
current_design hello

set clk_period 1.8
set clk_io_pct 0.2

create_clock -name clk0 -period $clk_period [get_ports {clk}]

set non_clock_inputs [all_inputs -no_clocks]
set_input_delay [expr $clk_period * $clk_io_pct] -clock clk0 $non_clock_inputs
set_output_delay [expr $clk_period * $clk_io_pct] -clock clk0 [all_outputs]
==> impl_metrics.json <==
{
  "root_buffer": "clkbuf_4",
  "crit_required_ns": 1.44,
  "fin_cells": 109,
  "cts_tree": "done",
  "comb_area_um2": 224.0,
  "drt_first_pass_iters": 3,
  "layout-drive-gt1-share_pct": 7.937,
  "relSlewSlack_pct": 73.24,
  "finalCritPeriodShare_pct": 89.15,
  "grt_pass1_wl_um": 1635,
  "crit_path_top_delay_cell": "clkdlybuf4s50_1",
  "drv_slew": 0,
  "cp-start-kind": "register",
  "tool_warnings": 25,
  "synth_flops": 11,
  "leakage_nw": 0.1880,
  "std_cell_rows": 21,
  "fp-utilization_pct": 13.33,
  "vias": 393,
  "rsz0062_at_grt": "false",
  "crit_buf_inv": 1,
  "drtIter0Drc": 20,
  "cp.arrival_ns": 1.24,
  "tightest_slew_ns": 0.4001,
  "regMostFlops": "cnt",
  "largest_registers": "cnt: 11 flops",
  "hold_ws_ns": 0.4632,
  "nFillCells": 393,
  "dp.cells": 105,
  "fp.coreArea_mm2": 0.003416,
  "p_per_area_mw_per_mm2": 679.8,
  "cts_buffer_depth": 2,
  "yosysSeqAreaShare_pct": 48.35,
  "diodes": 0,
  "synth_area_leader_cell": "dfxtp_1",
  "worstSkewPairLatency_ns": 0.26,
  "hpwlAfterDp_um": 803.9,
  "drc": 0,
  "yosysUniqueCellTypes": 18,
  "grt_max_degree": 12,
  "largest_reg_flops": 11,
  "via_per_inst": 3.606,
  "cp_max_fo": 5,
  "status": "completed",
  "path_cells": "clkdlybuf4s50_1",
  "grt_pass1_vias": 364,
  "ant_nets": 0,
  "ys_area_um2": 455.4,
  "cts_buffers": 3,
  "skew_ns": 0.002470,
  "cpLargestDelayFamily": "buffers and inverters",
  "cts-htree-levels": 1,
  "grt-ovfl-total": 0,
  "die_area_mm2": 0.006400,
  "post_cts_buffers": 0,
  "antenna_found_initial": 0,
  "ctsResizeCount": 0,
  "pin_count": 13,
  "wirelength_um": 1052,
  "worst_setup_path_end_kind": "output pin",
  "path_clk_slew_ns": 0.06,
  "cts_hold_buf": 0,
  "finalSetupViolCount": 0,
  "io_buffers": 12,
  "top_cells_by_area": "dfxtp_1 (48%), a21oi_1 (6.6%), o31ai_1 (6.6%), or4_1 (6.6%), nand3_4 (3.8%)",
  "maxCapViolCount": 0,
  "ir_drop_uv": 286.8,
  "ys.warnings.count": 1,
  "globalplace.congestion": 0.7320,
  "layout_min_cycle_time_ns": 1.605,
  "min_path_type": "reg2reg",
  "area_delta_synth_final_pct": 43.13,
  "die_h_um": 80,
  "finalSetupTns_ns": 0,
  "cts_sinks": 11,
  "critPathMaxStageDelay_ns": 0.52,
  "synth_area_um2": 455.4,
  "die_x_um": 80,
  "wl_per_cell_um": 9.651,
  "grt_use_total_pct": 3.253,
  "flop_area_um2": 220.2,
  "syn_inst": 48,
  "yosys_cells": 48,
  "fmax_ghz": 0.6232,
  "hold_viol": 0,
  "top_area_share_pct": 48.35,
  "avgSynthCellArea_um2": 9.488,
  "timing_worst_setup_path_type": "reg2out"
}
## layer usage
layer  share of wire (%)  global-route usage, %
met4                   0                 0.3521
met5                   0                      0
met3                  11                  2.500
met2                  33                  3.451
met1                  56                  4.899
## cell usage in the layout, fill, tap and decap left out
cell and count:
nor2b_1 1, a21oi_1 6, nand2_1 3, xor2_1 2, o31ai_1 4, or3_2 1
or4_1 4, clkbuf_4 3, xnor2_1 1, clkbuf_1 1, dfxtp_1 11, nand3_4 1
inv_1 1, o21ai_0 2, nor2_1 4, nand4_1 1, clkdlybuf4s50_1 12, nand3_1 3
ha_1 1, or3_1 1
## report_power, final
group	switching (mW)	total, mW	internal [mW]
Combinational	0.00835	0.0241	0.0158
Clock	0.0784	0.164	0.0857
Sequential	0.00579	0.255	0.249
Total	0.0925	0.443	0.351
## through the flow
step	instance area [µm²]	setup slack [ns]	utilization (%)	total power [mW]
floorplan	455.4	0.5141	-	0.2699
global placement	625.6	0.4475	18.32	0.2851
detailed placement	625.6	0.3929	18.32	0.2847
CTS	651.9	0.1866	19.08	0.4495
global route	651.9	0.1178	19.08	0.4679
finish	651.9	0.1953	19.08	0.4431
## final timing paths
| path | to | cells after the start | start | slack [ns] |
|---|---|---|---|---|
| worst max-delay path | cnt[3] | 1 | cnt[3]$_SDFF_PP0_ | 0.20 |
| worst min-delay path | cnt[0]$_SDFF_PP0_ | 1 | cnt[0]$_SDFF_PP0_ | 0.46 |
| worst max register to register | cnt[10]$_SDFF_PP0_ | 4 | cnt[0]$_SDFF_PP0_ | 0.38 |
| worst min register to register | cnt[0]$_SDFF_PP0_ | 1 | cnt[0]$_SDFF_PP0_ | 0.46 |
## Yosys cell counts (all sizes together)
cell,count
buf,1
nand2,3
or4,4
ha,1
a21oi,6
nand3,4
xor2,2
nand4,1
nor2b,1
nor2,4
o21ai,2
o31ai,4
inv,1
or3,2
dfxtp,11
xnor2,1
## kinds of logic (layout without fill, tap and decap cells)
logic type	Yosys count	in the layout	synth area share (%)
AND-OR/OR-AND	12	12	15.39
flip-flops	11	11	48.35
buffers and inverters	2	17	2.472
AND/OR/NAND/NOR	19	19	25.28
XOR/XNOR	3	3	5.770
adder cells (fa/ha/maj)	1	1	2.747
## layout make-up
| type | count | share of cell area, % |
|---|---|---|
| multi-input cells | 35 | 34.36 |
| flip-flops and latches | 11 | 33.78 |
| repair buffers | 12 | 18.43 |
| well taps | 46 | 8.829 |
| clock buffers | 4 | 4.031 |
| inverters | 1 | 0.5758 |
Power and IR drop assume default switching activity.
