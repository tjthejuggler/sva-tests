`/design/flow/run.sh`:
```
#!/bin/bash
# OpenROAD 26Q1-2900-gdf79404cd8, Yosys 0.63+post, stock flow scripts
make -C /OpenROAD-flow-scripts/flow DESIGN_CONFIG=/design/flow/config.mk WORK_HOME=/design/flow/orfs finish
```
`/design/flow/config.mk`:
```
export PLATFORM = sky130hd
export DESIGN_NAME = addr_gen
export DESIGN_NICKNAME = addr_gen
export VERILOG_FILES = /design/flow/design.v
export SDC_FILE = /design/flow/constraint.sdc
export NUM_CORES = 4
export LEC_CHECK = 1
export CORE_AREA = 10 10 70 70
export DIE_AREA = 0 0 80 80
```
`/design/flow/constraint.sdc`:
```
current_design addr_gen

set clk_period 1.2
set clk_io_pct 0.2

create_clock -name clk0 -period $clk_period [get_ports {clk}]

set non_clock_inputs [all_inputs -no_clocks]
set_input_delay [expr $clk_period * $clk_io_pct] -clock clk0 $non_clock_inputs
set_output_delay [expr $clk_period * $clk_io_pct] -clock clk0 [all_outputs]
```
`/design/flow/design.v`:
```
module addr_gen 
#(  parameter MAX_DATA=16
) ( input en, clk, rst,
    output reg [3:0] addr
);
    initial addr <= 0;
    always @(posedge clk or posedge rst)
        if (rst)
            addr <= 0;
        else if (en) begin
            if (addr == MAX_DATA-1)
                addr <= 0;
            else
                addr <= addr + 1;
        end
endmodule
```
==> flow_summary.yaml <==
# generated from flow reports
final_layout:
  area_growth_pct: 103
  reg_top3: "addr (4)"
  largest_reg_flops: 4
  nFillCells: 403
  drive_gt1_share_pct: 38.7
  mostFrequentLayoutCell: "buf_4"
  regArea_um2: 100
  fin_util_pct: 11.1
  finalNonFillerCells: 77
  comb_area_um2: 95.1
  max_flop_register: "addr"
  most-common-layout-cells: "6 x buf_4, 4 x dfrtp_1, 4 x dlygate4sd2_1"
die:
  die_y_um: 80
  die_x_um: 80
  num_rows: 21
  fp-utilization_pct: 5.46
  coreArea_um2: 3420
  ioPinCount: 7
  die-area_um2: 6400
yosys:
  synth.distinct_cells: 11
  seq_area_frac_synth_pct: 53.7
  synth_area_um2: 186
  ys_warn_count: 1
  syn-instance-count: 16
  avgSynthCellArea_um2: 11.7
  yosysChipArea_um2: 186
  numSynthFlops: 4
  ys_cells: 16
sta:
  hold_violations: 0
  post-route-period-util_pct: 92.0
  rsz0062_at_grt: "no"
  max_freq_mhz: 906
  slew_headroom_pct: 85.2
  setup_tns_ns: 0
  setup_viol: 0
  timing.hold.ws_ns: 0.213
  worst_slew_pin_slew_ns: 0.221
  fin_skew_ns: 0.00491
  maxSlewViolCount: 0
  period_needed_ns: 1.10
hold_path:
  min_path_type: "input port to async pin"
clock_network:
  cts_max_level: 1
  clock_latency_ns: 0.23
  cts_sinks: 4
  cts-root-buf: "clkbuf_4"
  numCtsBuffers: 3
  cts_tree: "built"
  worst_setup_hold_path_clk_slew_ns: 0.04
  cts.path.max_buffers: 2
setup_path:
  path_cells: "buf_4 -> ha_4 -> mux2_2"
  r2r_end: "addr[1]"
  worst-path-buf-inv: 1
  reg2reg_depth: 3
  cp_top_family: "flip-flops"
  endpoint_kind: "flop"
  arrival_ns: 1.21
  critPathLaunchType: "flop"
  worstSetupPathType: "flop to flop"
  cpPeakStageDelay_ns: 0.36
  worst_path_max_delay_cell: "dfrtp_1"
  reg2reg_from: "addr[0]"
  critical_path_peak_fanout: 2
  reg2reg_slack_ns: 0.1
  required_ns: 1.31
place:
  dp_cells: 70
  gp_routability_congestion: 0.700
  io_buffers: 6
detailed_routing:
  wl_per_cell_um: 7.96
  drt-total-wl_um: 613
  first_iter_violations: 6
  ant_nets: 0
  drc_errors: 0
  diodes: 0
  num_vias: 190
  vias_per_cell: 2.47
  dr.pass1.iters: 4
grt:
  grt_pass1_vias: 205
  grt_pass1_wl_mm: 1.00
  grt_usage_pct: 2.11
  grt_max_degree: 6
  antenna_found_initial: 0
  grt_overflow: 0
power:
  pwr_density_cell_nw_per_um2: 2400
  irDropWorstVdd_mv: 1.09
  p_leak_nw: 0.158
job:
  warnings: 25
  drv_cap: 0
outcome:
  status: "finished clean"
what timing repair did:
action / in CTS / in global routing
setup endpoints to repair: 4 / 2
cloned: 0 / 0
hold buffers: 0 / 0
setup buffers: 4 / 0
resized: 4 / 1
pin swaps: 0 / 1
cells in the mapped netlist, drive strengths merged:
library cell,count,area share [%]
ha,1,6.7
mux2,2,14
inv,1,2.0
a31oi,1,3.4
xnor2,1,4.7
dfrtp,4,54
a21oi,1,2.7
nand4,1,3.4
o21ai,2,5.4
nand2,2,4.0
where the power goes:
group | total, W | switching, W | internal, W
registers | 0.000236 | 0.0000319 | 0.000205
logic | 0.000512 | 0.000200 | 0.000312
clock network | 0.000162 | 0.0000506 | 0.000111
total | 0.000911 | 0.000283 | 0.000628
cell type report:
class	count	share of cell area [%]
sequential	4	26.4
timing repair buffer	12	26.4
multi-input combinational	11	25.1
tap	46	15.2
clock buffer	3	5.94
inverter	1	0.990
worst max-delay path by stage:
stage / startpoint / cells past startpoint / to / slack (ns)
global route: addr[0] / 1 / addr[0] / 0.06
finish: addr[0] / 3 / addr[1] / 0.1
CTS: addr[0] / 3 / addr[1] / 0.05
metrics by stage:
stage	instance area, um^2	worst slack (ns)	power, W
2_1_floorplan	186	0.155	0.000406
3_3_place_gp	319	-0.0733	0.000629
3_5_place_dp	319	-0.103	0.000653
4_1_cts	367	0.0475	0.000876
5_1_grt	379	0.0578	0.00102
6_report	379	0.0966	0.000911
layer usage:
layer	global-route usage (%)	share of wire, %	vias to the layer above
li1	-	-	88
met1	2.87	52	90
met2	2.49	36	12
met3	1.82	12	0
met4	0.176	0	0
met5	0	0	-
cell families (layout without fill, tap and decap cells):
family	count (synthesis)	in the layout	share of synthesized area, %
AND-OR/OR-AND	4	4	11.4
adder cells (fa/ha/maj)	1	1	6.71
flip-flops	4	4	53.7
XOR/XNOR	1	1	4.70
AND/OR/NAND/NOR	3	3	7.39
buffers and inverters	1	16	2.01
multiplexers	2	2	14.1
Power figures rest on the tool's default switching activity, not on a simulated workload.
